**config.mk**
```make
export PLATFORM = sky130hd
export DESIGN_NAME = BtnClk2
export DESIGN_NICKNAME = BtnClk2
export VERILOG_FILES = /design/flow/design.v
export SDC_FILE = /design/flow/constraint.sdc
export NUM_CORES = 4
export LEC_CHECK = 1
export CORE_AREA = 10 10 107 107
export DIE_AREA = 0 0 117 117
```
**constraint.sdc**
```tcl
current_design BtnClk2

set clk_period 3.1
set clk_io_pct 0.2

create_clock -name clk0 -period $clk_period [get_ports {Clk_In}]

set non_clock_inputs [all_inputs -no_clocks]
set_input_delay [expr $clk_period * $clk_io_pct] -clock clk0 $non_clock_inputs
set_output_delay [expr $clk_period * $clk_io_pct] -clock clk0 [all_outputs]
```
**design.v**
```verilog
`timescale 1ns / 1ps
module BtnClk2(
    input Clk_In,
input rst,
output reg btnClk
);
integer count;
parameter freq=10;  
parameter max=100000000/freq;  
always @(posedge Clk_In)
begin
if(rst==1)
begin
count<=0;
end
else
begin
  if (count>=0)
   count <=count +1; 
 else
 count<=0;
 if(count<=max/2) begin 
     btnClk<=1'b1; 
 end
 else begin        
     btnClk<=1'b0;         
 end
 if(count>=max) begin 
     count<=0; 
 end   
end  
end 
endmodule
```
**run.sh**
```bash
#!/bin/bash
# OpenROAD 26Q1-2900-gdf79404cd8, Yosys 0.63+post, stock flow scripts
make -C /OpenROAD-flow-scripts/flow DESIGN_CONFIG=/design/flow/config.mk WORK_HOME=/design/flow/orfs finish
```
==> metrics.cfg <==
[synth]
most_common_cell = dfxtp_1
ys_ff = 33
yosysTopAreaCell = dfxtp_1
top_cells_by_area = dfxtp_1 (41%), nor3_1 (6.0%), xnor2_1 (4.4%)
flop_cell = dfxtp_1
yosys_warnings = 1
avgSynthCellArea_um2 = 9.27
yosys.area.top_type_share = 0.407
synth_cell_types = 42
ys_cells = 170
synth_seq_share = 0.426
synthArstFlopShare = 0
syn_inst = 170
yosysChipArea_um2 = 1580
netlist_area_um2 = 1580
edf_count = 1
top_cells_by_count = dfxtp_1 (32), nor3_1 (19), nand4_1 (10)

[grt]
grt_pass1_wl_um = 5420
globalRouteOverflowTotal = 0
grt_max_degree = 25
gr-usage-all-layers = 0.0478
antenna_found_initial = 0
first_global_vias = 1168

[placement]
place_congestion = 0.881
place_ws_ns = 0.989
hpwl_um = 2100
io_buffers = 2

[floorplan]
fp_util = 0.171
die_w_um = 117
ios = 3
chip_area_um2 = 13700
core_area_um2 = 9200
die_h_um = 117
num_rows = 35

[routing]
drt-initial-drc-count = 84
viasPerCell = 4.35
ant_nets = 0
drc = 0
firstDrtPassIters = 4
num_vias = 1248
wl_um = 3010
diodes = 0
wl_per_cell_um = 10.5

[critical_path]
worst-path-buf-inv = 0
path_cells = or4_1 -> or4_1 -> nand4b_4 -> a211oi_1
path_class = flip-flop to flip-flop
crit_path_frequent_cell = or4_1
crit_path_top_delay_cell = or4_1
crit_fanout = 24
arrival_ns = 2.26
crit_family = simple AND/OR/NAND/NOR gates
slowest_delay_ns = 0.50
crit_required_ns = 3.29
cp-start-kind = flip-flop
endpoint_kind = flip-flop

[clocking]
path_clk_slew_ns = 0.07
h-tree-depth = 2
post_cts_resized = 0
cts_tree = yes
postCtsSetupBuffers = 0
cts_buffers = 5
postCtsHoldBufs = 0
numClockSinks = 33
clockBufferDepth = 2
clock_latency_ns = 0.28
clock-root-buffer = clkbuf_8

[final_timing]
setup_viol = 0
worst_clock_skew_ns = 0.00518
hold_viol = 0
layout_min_cycle_time_ns = 2.07
worst_slew_pin_slew_ns = 0.597
fin_tns_setup_ns = 0
final_max_slew_viol_count = 0
fmax_ghz = 0.484
relSlewSlack = 0.598
rsz0062_at_grt = false
holdWs_ns = 0.499
post-route-period-util = 0.666
setup_slack_ns = 1.03

[min_path]
hp-class = flip-flop to flip-flop

[finish]
fillers = 994
area_growth_pct = 15.7
drive_gt1_frac = 0.114

[power_and_ir_drop]
leakage_uw = 0.000545
power.density_nw_per_um2 = 435
peakVddDrop_mv = 0.157
power_uw = 792

[job]
warnings = 26
maxCapViolations = 0

[run_status]
status = completed

-- per-stage QoR --
step / util / instance area (µm²) / std cells
2_1_floorplan: - / 1600 / 177
3_3_place_gp: 0.187 / 1720 / 279
3_5_place_dp: 0.187 / 1720 / 279
4_1_cts: 0.198 / 1820 / 287
5_1_grt: 0.198 / 1820 / 287
6_report: 0.198 / 1820 / 287
-- where the power goes --
group | switching (µW) | total, µW | leakage (µW) | internal [µW]
registers | 1.24 | 434 | 0.000270 | 432
clock network | 152 | 352 | 0.0000542 | 201
logic | 3.00 | 6.17 | 0.000220 | 3.17
-- flip-flops by register name (all words and copies together) (netlist names) --
register	count
count	32
btnClk	1
-- cell usage in the layout (no fill, tap or decap), types with 2 or more instances in the layout --
| master | count |
|---|---|
| nor2_1 | 5 |
| or4_1 | 9 |
| clkdlybuf4s50_1 | 2 |
| nand4_1 | 10 |
| nor4_1 | 4 |
| nor3_1 | 19 |
| nand3_1 | 5 |
| o21ai_0 | 3 |
| or2_2 | 2 |
| o31ai_1 | 6 |
| conb_1 | 8 |
| xnor2_1 | 8 |
| a211oi_1 | 9 |
| and2_1 | 3 |
| dfxtp_1 | 32 |
| nand2_1 | 7 |
| clkbuf_8 | 7 |
| ha_1 | 2 |
| inv_1 | 6 |
| xor2_1 | 6 |
-- path summary, 6_finish.rpt --
path	startpoint	endpoint	slack (ns)	cells past startpoint
setup reg to reg	count[24]	count[15]	1.03	4
setup / recovery	count[24]	count[15]	1.03	4
hold / removal	count[0]	count[0]	0.50	1
hold reg to reg	count[0]	count[0]	0.50	1
-- layout make-up --
cell class | instances | area [µm²] | area share
inverter | 6 | 22.5 | 0.0124
sequential | 33 | 671 | 0.368
clock inverter | 1 | 5.00 | 0.00275
tap | 111 | 139 | 0.0762
timing repair buffer | 3 | 27.5 | 0.0151
multi-input combinational | 126 | 862 | 0.473
clock buffer | 7 | 96.3 | 0.0528
-- logic make-up (layout without fill, tap and decap cells) --
group,count (synthesis),in the layout,share of synthesized area
AND/OR/NAND/NOR,76,76,0.306
flip-flops,33,33,0.426
AND-OR/OR-AND,26,26,0.125
buffers and inverters,18,17,0.0477
XOR/XNOR,14,14,0.0778
adder cells (fa/ha/maj),2,2,0.0159
other,1,8,0.00238
-- metal layers --
metal / global-route usage / vias to the layer above / routed length, µm
met4: 0.0132 / 0 / 91
met5: 0 / - / 0
li1: - / 638 / -
met1: 0.0684 / 577 / 1530
met3: 0.0114 / 9 / 122
met2: 0.0705 / 24 / 1270
No activity file was given, so power comes from the tool's default toggle rates.
