==> flow/design.v <==
`timescale 1ns / 1ps
module textDisplayCounter(
    input clk,
    input reset,
    input enable,
    output reg endTime
    );
    integer count;
    integer countTemp;
    parameter maxCount = 10;
    always @ (posedge clk, posedge reset) begin
        if(reset) begin
            endTime <= 0;
            count <= 0;
            countTemp <= 0;
        end
        else begin
            endTime <= 0;
            count <= 0;
            countTemp <=  count;
            if(enable)begin
                count <= countTemp + 1;
                if(count == maxCount) begin
                    endTime <= 1;
                end
            end
            else endTime <= 0;           
        end
    end
endmodule
==> flow/run.sh <==
#!/bin/bash
# OpenROAD 26Q1-2900-gdf79404cd8, Yosys 0.63+post, stock flow scripts
make -C /OpenROAD-flow-scripts/flow DESIGN_CONFIG=/design/flow/config.mk WORK_HOME=/design/flow/orfs finish
==> flow/config.mk <==
export PLATFORM = sky130hd
export DESIGN_NAME = textDisplayCounter
export DESIGN_NICKNAME = textDisplayCounter
export VERILOG_FILES = /design/flow/design.v
export SDC_FILE = /design/flow/constraint.sdc
export NUM_CORES = 4
export LEC_CHECK = 1
export CORE_UTILIZATION = 30
==> flow/constraint.sdc <==
current_design textDisplayCounter

set clk_period 5.1
set clk_io_pct 0.2

create_clock -name clk0 -period $clk_period [get_ports {clk}]

set non_clock_inputs [all_inputs -no_clocks]
set_input_delay [expr $clk_period * $clk_io_pct] -clock clk0 $non_clock_inputs
set_output_delay [expr $clk_period * $clk_io_pct] -clock clk0 [all_outputs]
==> results_dict.tcl <==
# place-and-route summary
set metrics [dict create \
    hold_viol 0 \
    wl_per_cell_um 13.24 \
    min_path_type "reg -> reg" \
    fmax_ghz 0.4011 \
    grt_overflow 0 \
    powerDensity_mw_per_mm2 337.9 \
    p_leak_nw 1.240 \
    yosysWarnings 1 \
    placement_rows 33 \
    grt_pass1_wl_mm 7.376 \
    cts_hold_buf 0 \
    grt_max_degree 66 \
    n_fill_cell 771 \
    crit_path_end_kind "flop" \
    die_x_um 93.99 \
    cts_tree "done" \
    post_cts_resized 0 \
    numCtsBuffers 9 \
    drv_slew 0 \
    warning_count 25 \
    clock_skew_ns 0.007167 \
    cp.depth 5 \
    avgSynthCellArea_um2 11.65 \
    cp_data_required_time_ns 5.35 \
    crit_type "reg -> reg" \
    initCoreUtil_pct 30.90 \
    dp_cells 319 \
    first_global_vias 1500 \
    clk_path_buf_depth 2 \
    regArea_mm2 0.001627 \
    slowest_stage "or4_1" \
    ys_chip_area_mm2 0.002539 \
    final.setup.worst_slack_ns 2.607 \
    peakVddDrop_mv 0.1455 \
    post-cts-setup-buffers 0 \
    drcViolationCount 0 \
    cp_max_fo 17 \
    clk_pin_slew_ns 0.07 \
    syn_area_mm2 0.002539 \
    logic_area_um2 838.3 \
    path_delay_family "simple AND/OR/NAND/NOR gates" \
    clock-root-buffer "clkbuf_8" \
    first_pass_iters 4 \
    ys_seq_share_pct 64.07 \
    status "finished clean" \
    clock-sinks 65 \
    cp-start-kind "flop" \
    final_cell_mix "dfrtp_1 (65), a21oi_1 (18), nand3_1 (12), nor2_1 (12)" \
    place_worst_setup_slack_ns 2.540 \
    synth.distinct_cells 29 \
    period_used_pct 48.89 \
    ctsHtreeMaxLevel 3 \
    slowest_delay_ns 0.82 \
    postRouteAntennaNets 0 \
    dpl.hpwl_mm 2.859 \
    pin_count 4 \
    rsz0062_at_grt "false" \
    via_count 1647 \
    cap_viol_max_count 0 \
    port_buffers 3 \
    clkLatencyLatePin_ns 0.33 \
    crit_arrival_ns 2.74 \
    lay_top_count "dfrtp_1" \
    synthCells 218 \
    relSlewSlack_pct 49.19 \
    routed_wl_mm 4.422 \
    layout.cells.non_filler 334 \
    ys_cells 218 \
    coreArea_mm2 0.008217 \
    drt_iter0_drc 76 \
    die-height_um 93.99 \
    cp_common_cell "or4_1" \
    setup_viol 0 \
    reg2reg_depth 5 \
    cp_cell_sequence "ha_1 > nand3_1 > or4_1 > or4_1 > a21oi_1" \
    grt_usage_pct 11.14 \
    p_total_uw 968.5 \
    crit_buf_inv 0 \
    worst-slew-pin-transition_ns 0.7622 \
    final_layout_size_suffix_gt1_share_pct 9.170 \
    post-route-min-period_ns 2.493 \
    hold_path_depth 0 \
    antenna_found_initial 0 \
    antenna_cells 0 \
    fin_tns_setup_ns 0 \
    syn_to_final_growth_pct 12.91 \
    ys.flops 65 \
    die-area_mm2 0.008834 \
    gp_congestion 0.7495 \
    vias_per_cell 4.931 \
]
-- cells by family (layout without fill, tap and decap cells) --
logic type               count (synthesis)  in the layout  synth area share [%]
XOR/XNOR                                10             10                 3.450
multiplexers                             2              2                0.7886
adder cells (fa/ha/maj)                  1              1                0.4928
AND/OR/NAND/NOR                         87             87                 20.40
AND-OR/OR-AND                           36             36                 7.886
buffers and inverters                   17             28                 2.908
flip-flops                              65             65                 64.07
-- routing by layer --
layer  GRT usage (%)  vias up  share of wire (%)
li1                -      810                  -
met1           18.85      803                 53
met2           15.27       23                 42
met3           2.305       11                3.1
met4           2.308        0                2.4
met5               0        -                  0
-- area by class of cell --
class                      instances  area share, %
tap                              105          4.583
clock buffer                      12          5.412
multi-input combinational        136          29.24
sequential                        65          56.74
clock inverter                     3          1.397
inverter                           8          1.048
timing repair buffer               5          1.571
-- synth_stat cells --
master	count	area, µm²
dfrtp_1	65	1627
a21oi_1	18	90.09
nand3_1	12	60.06
nor2_1	12	45.04
or4_1	11	82.58
o21ai_0	10	50.05
nand2_1	9	33.78
nand4_1	9	56.30
nor4_1	9	56.30
inv_1	8	30.03
o31ai_1	8	60.06
or3_1	8	50.05
clkbuf_1	6	22.52
xnor2_1	6	52.55
and3_1	4	25.02
xor2_1	4	35.03
nand2b_1	3	18.77
and4_1	2	17.52
buf_2	2	10.01
mux2i_1	2	20.02
nor3_1	2	10.01
and2_1	1	6.260
and3_2	1	7.510
and4_2	1	10.01
buf_6	1	11.26
ha_1	1	12.51
nand4_4	1	21.27
nor4bb_1	1	10.01
or3_2	1	7.510
-- stage by stage --
| stage | hold WS (ns) | cell area (µm²) | utilization (%) |
|---|---|---|---|
| final | 0.3713 | 2867 | 34.89 |
| after global placement | 0.3553 | 2671 | 32.51 |
| after floorplan | 0.3455 | 2539 | - |
| after CTS | 0.3751 | 2867 | 34.89 |
| after detailed placement | 0.3600 | 2671 | 32.51 |
| after global routing | 0.3794 | 2867 | 34.89 |
-- power breakdown --
part	leakage, nW	switching, mW	total [mW]	internal [mW]
registers	0.903	0.00352	0.523	0.519
logic	0.235	0.0153	0.0206	0.00523
clock network	0.102	0.177	0.425	0.248
total	1.24	0.196	0.969	0.773
-- worst register-to-register path, delay by kind of cell, from the launching register on --
kind | cells | cell delay [ns]
AOI/OAI and AO/OA | 1 | 0.17
and+or+nand+nor | 3 | 1.58
adders and majority gates | 1 | 0.25
DFF | 1 | 0.41
-- path summary, 6_finish.rpt --
| check | start | end | slack, ns |
|---|---|---|---|
| max | countTemp[0] | count[26] | 2.61 |
| min | count[16] | countTemp[16] | 0.37 |
| max reg2reg | countTemp[0] | count[26] | 2.61 |
| min reg2reg | count[16] | countTemp[16] | 0.37 |
| max in group asynchronous | reset | count[18] | 3.36 |
| min in group asynchronous | reset | countTemp[31] | 1.22 |
-- state kept, by name, indices dropped and copies added (netlist names) --
register   count
endTime        1
count         32
countTemp     32
Power figures rest on the tool's default switching activity, not on a simulated workload.
