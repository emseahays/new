`./design.v`:
```
`timescale 1ns / 1ps
module ClockDivider(
    input Clk_In,
    input RST,
    output reg Clk_Out,
    output reg btnClk
    );
    integer count1;
    parameter freq1=25175000;  
    parameter max1=100000000/freq1;  
    always @(posedge Clk_In)
    begin
         if (count1>=0)
          count1 <=count1 +1; 
        else
        count1<=0;
        if(count1<=max1/2) begin 
            Clk_Out<=1'b1; 
        end
        else begin        
            Clk_Out<=1'b0;         
        end
        if(count1>=max1) begin 
            count1<=0; 
        end   
    end
 integer count2;
 parameter freq2=320;  
 parameter max2=100000000/freq2;  
 always @(posedge Clk_In)
 begin
      if (count2>=0)
       count2 <=count2 +1; 
     else
     count2<=0;
     if(count2<=max2/2) begin 
         btnClk<=1'b1; 
     end
     else begin        
         btnClk<=1'b0;         
     end
     if(count2>=max2) begin 
         count2<=0; 
     end   
 end   
endmodule
```
`./run.sh`:
```
#!/bin/bash
# OpenROAD 26Q1-2900-gdf79404cd8, Yosys 0.63+post, stock flow scripts
make -C /OpenROAD-flow-scripts/flow DESIGN_CONFIG=/design/flow/config.mk WORK_HOME=/design/flow/orfs finish
```
`./config.mk`:
```
export PLATFORM = sky130hd
export DESIGN_NAME = ClockDivider
export DESIGN_NICKNAME = ClockDivider
export VERILOG_FILES = /design/flow/design.v
export SDC_FILE = /design/flow/constraint.sdc
export NUM_CORES = 4
export LEC_CHECK = 1
export CORE_UTILIZATION = 30
```
`./constraint.sdc`:
```
current_design ClockDivider

set clk_period 2.5
set clk_io_pct 0.2

create_clock -name clk0 -period $clk_period [get_ports {Clk_In}]

set non_clock_inputs [all_inputs -no_clocks]
set_input_delay [expr $clk_period * $clk_io_pct] -clock clk0 $non_clock_inputs
set_output_delay [expr $clk_period * $clk_io_pct] -clock clk0 [all_outputs]
```
==> flow_metrics.py <==
# Generated from Yosys and OpenROAD reports
metrics = {
    "grt": {
        "grt.overflow.total": 0,
        "grt_start_max_net_pins": 20,
        "grt_use_total_pct": 9.65,
        "grt_pass1_vias": 1258,
        "antenna_found_initial": 0,
        "grt_pass1_wl_um": 5650,
    },
    "finish": {
        "seqCellArea_um2": 1320,
        "drive_above_1_share_pct": 8.30,
        "area_growth_pct": 23.3,
        "postLayoutCellArea_um2": 2650,
        "fill_cells": 667,
        "mi_logic_area_um2": 926,
        "final_cells": 349,
    },
    "sta": {
        "grt_setup_unrepaired": "no",
        "finalClockPeriodUsage_pct": 77.1,
        "setup_viol": 0,
        "finalMaxSlewViolations": 0,
        "fmax_ghz": 0.519,
        "tns_ns": 0,
        "clock_skew_ns": 0.00800,
        "max_slew.worst_pin.slew_ns": 0.666,
        "period_needed_ns": 1.93,
        "hold_violations": 0,
        "max_slew_margin_pct": 55.5,
    },
    "setup_path": {
        "worstPathCellList": "nand3_1 -> or4_4 -> or3_1 -> a211oi_1",
        "worstSetupEndpointType": "flop",
        "crit_required_ns": 2.74,
        "worstSetupPathType": "reg -> reg",
        "slowest_stage": "or4_4",
        "start_kind": "flop",
        "cpPeakStageDelay_ns": 0.58,
        "arrival_ns": 2.17,
        "critical_path.max_fanout": 8,
    },
    "pwr": {
        "vdd_drop_max_mv": 0.393,
        "cellLeakagePower_nw": 1.00,
        "seq_power_share_pct": 53.4,
        "p_int_w": 0.00166,
        "p_comb_share_pct": 0.7,
        "pwr-share-clk_pct": 45.9,
        "p_switching_w": 0.000399,
        "p_per_area_nw_per_um2": 779,
        "swShare_pct": 19.4,
    },
    "floorplanning": {
        "fp_util_pct": 31.2,
        "chipHeight_um": 86.6,
        "core_um2": 6870,
        "dieArea_um2": 7500,
        "num_rows": 30,
        "die_w_um": 86.6,
        "num_io_pins": 4,
    },
    "clocking": {
        "ctsResizeCount": 0,
        "post-cts-setup-buffer-count": 0,
        "numCtsBuffers": 9,
        "clock_path_buffers": 2,
        "cts_tree": "yes",
        "clk_pin_slew_ns": 0.07,
        "clk_latency_ns": 0.33,
        "root_buffer": "clkbuf_8",
        "cts_max_level": 3,
        "cts_hold_buf": 0,
        "cts_sinks": 66,
    },
    "synth": {
        "yosysWarnings": 1,
        "ys_cells": 197,
        "synth-edff-count": 0,
        "ys_types": 35,
        "avgSynthCellArea_um2": 10.9,
        "synth-main-ff-cell": "dfxtp_1",
        "yosys-stat-area_um2": 2150,
        "syn_area_um2": 2150,
        "synth-seq-cells": 66,
        "syn_inst": 197,
        "synth_seq_share_pct": 61.6,
        "async_flop_share_pct": 0,
    },
    "drt": {
        "drtPass1Iterations": 4,
        "final_antenna_net_count": 0,
        "routedWlPerCell_um": 8.64,
        "vias": 1376,
        "drt_wl_total_um": 3010,
        "drtIter0Drc": 58,
        "drc_errors": 0,
        "diodes": 0,
        "avgViaCountPerCell": 3.94,
    },
    "placement": {
        "place.gp.congestion": 0.800,
        "io_buffers": 2,
        "dp_hpwl_um": 2010,
        "placed_cells": 333,
        "dpl_cell_area_um2": 2430,
    },
    "min_path": {
        "holdCritPathClass": "reg -> reg",
    },
    "run": {
        "max_cap_violations": 0,
        "warning_count": 33,
    },
    "status": {
        "status": "completed",
    },
}
flip-flops by register name, summed over array words and instances (netlist names):
name     cells
Clk_Out      1
btnClk       1
count1      32
count2      32
layout make-up:
cell class | instances | share of cell area [%]
clock inverter | 6 | 3.40
tap | 96 | 4.54
timing repair buffer | 4 | 1.32
inverter | 7 | 0.993
multi-input combinational | 160 | 35.0
sequential | 66 | 49.9
clock buffer | 10 | 4.82
path summary, 6_finish.rpt:
kind	startpoint	end	slack (ns)	cells past startpoint
max	count2[2]	count2[15]	0.57	4
min	count1[31]	Clk_Out	0.48	1
max reg2reg	count2[2]	count2[15]	0.57	4
min reg2reg	count1[31]	Clk_Out	0.48	1
placed cells by master (no fill, tap or decap), types with 2 or more instances in the layout:
master	Yosys	final
nand3_1	6	6
o211a_1	2	2
o21ai_0	9	9
nand2_1	6	6
or4_1	2	2
or3_1	5	5
inv_1	7	7
nand4_1	6	6
a21oi_1	4	4
a211oi_1	5	5
clkbuf_8	0	9
and3_1	2	2
ha_1	7	7
dfxtp_1	66	66
clkdlybuf4s50_1	0	2
buf_4	1	2
nor2_1	7	7
nor3_1	20	20
xnor2_1	8	8
nor4_1	11	11
bufinv_16	0	2
xor2_1	4	4
or4_4	2	2
conb_1	1	43
per-stage QoR:
step           worst slack (ns)  total power, W  hold WS, ns  utilization, %
4_1_cts                   0.570         0.00210        0.487            38.5
3_5_place_dp              0.564         0.00114        0.470            35.4
2_1_floorplan             0.769         0.00113        0.428               -
3_3_place_gp              0.601         0.00114        0.467            35.4
6_report                  0.572         0.00206        0.478            38.5
5_1_grt                   0.429         0.00216        0.510            38.5
cells in the mapped netlist, types with 4 or more instances:
library cell / instances / area, um^2
nor2_1: 7 / 26.3
a21oi_1: 4 / 20.0
inv_1: 7 / 26.3
dfxtp_1: 66 / 1320
xor2_1: 4 / 35.0
or3_1: 5 / 31.3
nor4_1: 11 / 68.8
xnor2_1: 8 / 70.1
nand4_1: 6 / 37.5
nand3_1: 6 / 30.0
ha_1: 7 / 87.6
o21ai_0: 9 / 45.0
a211oi_1: 5 / 37.5
nor3_1: 20 / 100
nand2_1: 6 / 22.5
critical path, delay by kind of cell (launching register included):
| family | cells | cell delay, ns |
|---|---|---|
| flops | 1 | 0.46 |
| simple gates | 3 | 1.17 |
| compound gates | 1 | 0.21 |
power groups by stage:
stage	Combinational (W)	Sequential [W]	Clock, W
after global routing	0.0000194	0.00110	0.00104
after CTS	0.0000155	0.00110	0.000985
final	0.0000147	0.00110	0.000945
cell families after synthesis:
family | count (synthesis) | share of synthesized area, %
and+or+nand+nor | 75 | 19.9
DFF | 66 | 61.6
AOI/OAI and AO/OA | 23 | 6.71
buffers and inverters | 13 | 2.62
xor gates and xnor gates | 12 | 4.90
other | 1 | 0.175
adders and majority gates | 7 | 4.08
metal layers:
| layer | up-vias | global-route usage, % | wire (um) |
|---|---|---|---|
| li1 | 758 | - | - |
| met1 | 600 | 14.6 | 1610 |
| met2 | 16 | 13.9 | 1230 |
| met3 | 2 | 3.48 | 145 |
| met4 | 0 | 1.52 | 27 |
| met5 | - | 0 | 0 |
Power figures rest on the tool's default switching activity, not on a simulated workload.
