$ cat /design/flow/config.mk
export PLATFORM = sky130hd
export DESIGN_NAME = ps2interface
export DESIGN_NICKNAME = ps2interface
export VERILOG_FILES = /design/flow/design.v
export SDC_FILE = /design/flow/constraint.sdc
export NUM_CORES = 4
export LEC_CHECK = 1
export CORE_AREA = 10 10 104 104
export DIE_AREA = 0 0 114 114
$ cat /design/flow/constraint.sdc
current_design ps2interface

set clk_period 1.8
set clk_io_pct 0.2

create_clock -name clk0 -period $clk_period [get_ports {PS2_CLK}]
create_clock -name clk1 -period $clk_period [get_ports {clk}]

set non_clock_inputs [all_inputs -no_clocks]
set_input_delay [expr $clk_period * $clk_io_pct] -clock clk0 $non_clock_inputs
set_output_delay [expr $clk_period * $clk_io_pct] -clock clk0 [all_outputs]
$ cat /design/flow/design.v
`timescale 1ns / 1ps
module ps2interface(
input clk,
input PS2_CLK,
input PS2_DATA,
input rst,
output reg [3:0] buttons_out,
output reg  continue_btn,
output reg  start_btn_w
);
 reg [7:0] data;
 reg [3:0] bitCount;
 reg [31:0] cantGet;
 reg [7:0] key_code;
 reg [3:0] btns;
    reg [1:0] currentState;
    reg [1:0] nextState;
    parameter   waitState   = 0;
    parameter   buttonPress = 1;
    parameter   buttonHold  = 2;
    parameter spaceBar=4'b0011; 
    parameter ctrl=4'b1100;            
    reg [3:0] buttons_temp;
     always @(posedge clk, posedge rst) begin
         if(rst) currentState <= waitState;
         else currentState <=  nextState;
     end
     always @ (*) begin
            continue_btn<=1'b0;      
            start_btn_w<=1'b0;      
            buttons_out<=4'b0;
            nextState <=  currentState;
           case(currentState) 
               waitState: begin
                   if(btns != 4'd0) begin              
                       nextState <= buttonPress;
                   end
               end
               buttonPress: begin
                    if(btns==spaceBar) continue_btn<=1;
                    else if(btns==ctrl) start_btn_w<=1;
                   else buttons_out <= btns;              
                   nextState <=  buttonHold;
               end
               buttonHold: begin
                   continue_btn<=1'b0;                      
                   buttons_out <= 4'd0;                
                   if(btns==4'd0) begin                  
                       nextState <= waitState;
                   end
                   else nextState<=buttonHold;
                   end
               default: begin   
               buttons_out <= 4'd0;  
               continue_btn<=1'b0;                   
               start_btn_w<=0;             
               end            
           endcase
       end
     always @(negedge PS2_CLK, posedge rst)
     begin
        if (rst == 1) begin
            data <= 0;
            bitCount <= 0;
            key_code <= 0;
            cantGet<=0;
        end
        else begin
            bitCount <= bitCount + 1;
            if (bitCount >= 1 && bitCount <= 8)
                data[bitCount-1] <= PS2_DATA;  
            if (bitCount == 10) begin     
                bitCount <= 0;   
                   if(!(key_code==8'hF0))        
                        key_code<=data;                  
                   else key_code<=8'h00;
            end 
        end
     end
     always@(key_code)
     begin
     case(key_code)
     8'h1D:  
     begin         
         btns<=4'b1000;
     end
     8'h1C:  
     begin 
          btns<=4'b0001;
     end
     8'h1B:  
     begin 
        btns<=4'b0100;
     end
     8'h23:  
     begin 
         btns<=4'b0010;
     end
     8'h00:  
     begin 
         btns<=4'h0;
     end
     8'h29:  
     begin
         btns<=4'b0011;
     end
     8'h14:  
     begin
         btns<=4'b1100;
     end
     default: 
     begin 
         btns<=4'h0;
     end
    endcase
     end
endmodule
$ cat /design/flow/run.sh
#!/bin/bash
# OpenROAD 26Q1-2900-gdf79404cd8, Yosys 0.63+post, stock flow scripts
make -C /OpenROAD-flow-scripts/flow DESIGN_CONFIG=/design/flow/config.mk WORK_HOME=/design/flow/orfs finish
==> impl_metrics.csv <==
group,metric,value,unit
global_routing,grt_pass1_wl,6.49,mm
route,via_count,1343,
sta,hold_ws,0.435,ns
sta,relSlewSlack,0.759,
floorplan,dieArea,13000,µm²
logic_synthesis,netlist_instances,149,
critical_path,critical_path_class,"flip-flop to flip-flop",
sta,slew_violations,0,
critical_path,path_max_fanout,5,
floorplan,pin_count,10,
sta,tightest_slew,0.362,ns
status,status,"complete, but fails checks",
placed_design,portBuffers,8,
route,avgViaCountPerCell,4.21,
clock_tree,clkTransAtPathRegs,0.05,ns
status,violations,"negative setup slack",
sta,clock_skew,0.00270,ns
global_routing,grt_overflow_total,0,
sta,hold_violations,0,
clock_tree,cts_sinks,23,
job,maxCapViolCount,0,
route,drt-total-wl,3.59,mm
final_layout,fin_util,0.290,
final_layout,final_cell_area,2510,µm²
clock_tree,cts_hold_buf,0,
hold_path,holdCritPathClass,"flip-flop to flip-flop",
logic_synthesis,ys_area,1530,µm²
logic_synthesis,avgSynthCellArea,10.2,µm²
logic_synthesis,synth_warnings,1,
power_and_ir_drop,powerDensity,514,nW/µm²
placed_design,dp_hpwl,2.54,mm
route,postRouteAntennaNets,0,
logic_synthesis,synth_cell_types,45,
logic_synthesis,ys.flop_type,"dfrtn_1",
final_layout,register_area,577,µm²
final_layout,synthToLayoutAreaGrowth,64.8,%
logic_synthesis,syn_area,1530,µm²
power_and_ir_drop,cellLeakagePower,1.08,nW
sta,finalWorstSetupSlack,-1.16,ns
sta,finalSetupViolCount,17,
floorplan,core,8680,µm²
placed_design,postPlaceCellArea,2110,µm²
global_routing,grt_max_degree,24,
final_layout,nFillCells,879,
critical_path,end_kind,"flip-flop",
job,tool_warnings,34,
placed_design,gp_congestion,0.781,
logic_synthesis,synthArstFlopShare,1.00,
sta,rsz0062_at_grt,"true",
logic_synthesis,synth_stat.cells,149,
logic_synthesis,synth-edff-count,0,
critical_path,cp.required,2.82,ns
floorplan,die_height,114,µm
critical_path,worstSetupStartpointType,"flip-flop",
route,firstDrtPassIters,6,
floorplan,row_count,34,
route,drtIter0Drc,37,
route,diodes,0,
route,wl_per_cell,11.3,µm
logic_synthesis,ys_seq_share,0.378,
critical_path,arrival,3.98,ns
logic_synthesis,synth-seq-cells,23,
clock_tree,cts_tree,"done",
global_routing,grt_usage,0.0578,
final_layout,logic_area,1170,µm²
floorplan,fp.dieW,114,µm
final_layout,layout-drive-gt1-share,0.540,
route,drc,0,
global_routing,grt_pass1_vias,1394,
global_routing,grt_antenna_before_repair,0,
floorplan,fp_util,0.176,
power_and_ir_drop,peakVddDrop,0.397,mV
## layer usage
| layer | GRT usage | vias to the layer above | routed length (µm) |
|---|---|---|---|
| met4 | 0.00668 | 0 | 31 |
| met3 | 0.0149 | 4 | 146 |
| met5 | 0 | - | 0 |
| met2 | 0.0888 | 15 | 1660 |
| met1 | 0.0827 | 646 | 1750 |
| li1 | - | 678 | - |
## cell usage after synthesis (4+ instances only)
cell type	instances	area share
dfrtn_1	20	0.33
nor3_1	5	0.016
ha_1	12	0.098
o21a_1	4	0.020
or3_1	6	0.025
nand3_1	7	0.023
nor3b_1	5	0.025
a22o_1	8	0.046
o21ai_0	4	0.013
nor2_1	5	0.012
nor4b_1	4	0.023
nand2_1	8	0.020
mux2_2	7	0.052
clkbuf_1	5	0.012
inv_1	6	0.015
## area by class of cell
type                       count  area share
inverter                       6      0.0119
sequential                    23       0.229
clock buffer                   7      0.0343
clock inverter                 1      0.0119
tap                          108      0.0537
multi-input combinational    113       0.467
timing repair buffer          61       0.192
## what timing repair did
action | 4_1_cts | 5_1_grt
setup endpoints to repair | 17 | 17
setup buffers | 9 | 5
resized | 44 | 19
pin swaps | 20 | 16
cloned | 0 | 0
## placed cells by master, fill, tap and decap left out, types with 3 or more instances in the layout
master | Yosys | routed
mux2_2 | 7 | 5
nand2_1 | 8 | 6
or3_4 | 0 | 3
buf_4 | 0 | 46
nor3_2 | 1 | 5
buf_6 | 1 | 6
buf_2 | 1 | 5
ha_4 | 0 | 5
ha_1 | 12 | 7
clkbuf_8 | 0 | 6
inv_1 | 6 | 4
o21a_1 | 4 | 4
dfrtn_1 | 20 | 20
o21ai_1 | 0 | 3
mux2_4 | 1 | 3
and4b_1 | 3 | 3
a22o_1 | 8 | 8
or3_1 | 6 | 3
nand3_1 | 7 | 6
## report_power, final
group          switching (mW)  internal [mW]  leakage (nW)  total (mW)
sequential             0.0164          0.540         0.276       0.556
clock                   0.191          0.448        0.0585       0.639
combinational          0.0399         0.0585         0.742      0.0985
total                   0.248           1.05          1.08        1.29
## worst max-delay path, stage by stage, from the launching register on
cell and delay (ns):
dfrtn_1 0.46, inv_4 0.07, ha_4 0.28, nand2_4 0.06, buf_6 0.12, or3_1 0.31
ha_1 0.30, and3b_1 0.22, nand4_1 0.12, buf_6 0.16, buf_4 0.13, nor4_2 0.22
mux2_2 0.36
## sequential cells by signal, summed over array words and instances (netlist names)
| register | flops |
|---|---|
| currentState | 3 |
| bitCount | 4 |
| data | 8 |
| key_code | 8 |
## stage by stage
stage | std cells | setup TNS [ns] | setup slack (ns) | power [mW]
after floorplan | 149 | -12.19 | -1.22 | 0.601
after global placement | 298 | -16.28 | -1.13 | 0.646
after detailed placement | 298 | -16.84 | -1.21 | 0.647
after CTS | 315 | -16.30 | -1.07 | 1.31
after global routing | 319 | -18.39 | -1.30 | 1.36
final | 319 | -16.50 | -1.16 | 1.29
## kinds of logic (layout without fill, tap and decap cells)
group / after synthesis / in the layout / share of synthesized area
multiplexers: 8 / 8 / 0.0615
adder cells (fa/ha/maj): 12 / 12 / 0.0984
AND-OR/OR-AND: 28 / 28 / 0.143
buffers and inverters: 13 / 75 / 0.0377
XOR/XNOR: 4 / 4 / 0.0320
flip-flops: 23 / 23 / 0.378
AND/OR/NAND/NOR: 61 / 61 / 0.249
## final timing paths
| check | endpoint | cells past startpoint | slack [ns] | startpoint |
|---|---|---|---|---|
| max | data[3] | 12 | -1.16 | bitCount[1] |
| min | key_code[7] | 1 | 0.43 | data[7] |
| max reg2reg | data[3] | 12 | -1.16 | bitCount[1] |
| min reg2reg | key_code[7] | 1 | 0.43 | data[7] |
| max in group clk1 | currentState[1] | 8 | -0.83 | key_code[6] |
| max in group asynchronous | data[2] | 3 | 0.43 | rst |
| min in group asynchronous | currentState[1] | 3 | 0.47 | rst |
| min in group clk1 | currentState[0] | 1 | 0.50 | currentState[1] |
Power figures rest on the tool's default switching activity, not on a simulated workload.
