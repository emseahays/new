File: flow/design.v
`timescale 1ns / 1ps
module Rectangle(
    input  visible, 
input [3:0] player_color,
input [3:0] rect_color,
input passable,
input [9:0] player_hPos,
input [9:0] player_vPos,
input rst,
input btnClk,
input [3:0] btns,
input  [9:0] vStartPos,
input  [9:0] hStartPos,
input  [9:0] objWidth,
input  [9:0] objHeight,
output  [9:0] vStartPos_o,
output  [9:0] hStartPos_o,
output  [9:0] objWidth_o,
output  [9:0] objHeight_o,
output reg [31:0] vOffset,
output reg [31:0] hOffset,
output [3:0] rect_color_o,
output reg upEnable,
output reg downEnable,
output  reg leftEnable,
output  reg rightEnable,
output visible_o
);
parameter pWidth=12;
parameter pHeight=12;
assign rect_color_o = rect_color; 
assign vStartPos_o=vStartPos;
assign hStartPos_o=hStartPos;
assign objWidth_o=objWidth;
assign objHeight_o=objHeight;
assign visible_o=visible;
always@(posedge btnClk, posedge rst) begin
    if(rst==1)
    begin
        vOffset<=0;
        hOffset<=0;
        upEnable<=0;
        downEnable<=0;
        leftEnable<=0;
        rightEnable<=0;
    end
    else begin
        case(btns)
        8:  
            begin 
                if(vOffset+vStartPos>0) vOffset<=vOffset-1;
                else vOffset<=480-objHeight-vStartPos;
            end
        4: 
            begin
                if(!(vOffset+vStartPos>=480)) vOffset<=vOffset+1;
                else vOffset<=0-vStartPos;
            end
        2: 
            begin 
                if(!(hStartPos>=640-objWidth-hOffset)) hOffset<=hOffset+1;
                else  hOffset<=0-hStartPos;
            end
        1: 
            begin 
                if(hStartPos+hOffset>0)  hOffset<=hOffset-1;
                else hOffset<=640-objWidth-hStartPos;
            end
        default:  
            begin 
            end
        endcase   
        downEnable <= 1'b0;
        upEnable <= 1'b0;
        leftEnable <= 1'b0;
        rightEnable <= 1'b0; 
        if(visible==1)begin 
                    if((player_hPos>=hStartPos+hOffset&&player_hPos+pWidth<=hStartPos+hOffset+objWidth)     
                    &&  (player_vPos+pHeight==vStartPos+vOffset)                                       
                    && (rect_color!=player_color) )                                              
                    begin
                        if(passable==0)downEnable <= 1'b1;  
                    end 
                    else if(((player_hPos<hStartPos+hOffset&&player_hPos+pWidth>hStartPos+hOffset)         
                    ||(player_hPos<hStartPos+hOffset+objWidth&&player_hPos+pWidth>hStartPos+hOffset+objWidth))       
                        &&  (player_vPos+pHeight==vStartPos+vOffset)                                       
                         )                                                  
                    begin
                        if(passable==0)downEnable <= 1'b1;  
                    end
                    else
                    begin  
                        downEnable <= 1'b0;   
                    end
                    if((player_hPos>=hStartPos+hOffset&&player_hPos+pHeight<=hStartPos+hOffset+objWidth)       
                    && (player_vPos==vStartPos+vOffset+objHeight)                                           
                    && (rect_color!=player_color) )                                                   
                    begin
                        if(passable==0)upEnable <= 1'b1;  
                    end
                    else if(((player_hPos<hStartPos+hOffset&&player_hPos+pWidth>hStartPos+hOffset)         
                    ||(player_hPos<hStartPos+hOffset+objWidth&&player_hPos+pWidth>hStartPos+hOffset+objWidth))       
                        && (player_vPos==vStartPos+vOffset+objHeight)                                          
                         )                                                 
                    begin
                        if(passable==0)upEnable <= 1'b1;  
                    end    
                    else 
                    begin 
                        upEnable <= 1'b0;   
                    end
                    if((player_hPos==hStartPos+objWidth)             
                    &&(player_vPos>=vStartPos+vOffset)              
                    &&(player_vPos+pHeight<=vStartPos+vOffset+objHeight)            
                    &&(rect_color!=player_color)                              
                    ) 
                    begin 
                        if(passable==0)leftEnable<=1'b1;
                    end
                    else leftEnable<=1'b0;
                    if((player_hPos+pWidth==hStartPos)                     
                    &&(player_vPos>=vStartPos+vOffset)                       
                    &&(player_vPos+pWidth<=vStartPos+vOffset+objHeight)            
                    &&(rect_color!=player_color)                              
                    ) 
                    begin 
                        if(passable==0)rightEnable<=1'b1;
                    end
                    else rightEnable<=1'b0;
                    if((player_hPos>=hStartPos+hOffset&&player_hPos+pHeight<=hStartPos+hOffset+objWidth)       
                    && ((player_vPos == vStartPos + vOffset)&&(player_vPos+pHeight==vStartPos+objHeight))        
                    )
                    begin
                       if((rect_color != player_color)) begin
                           downEnable <= 1'b1;
                           upEnable <= 1'b1;
                           leftEnable <= 1'b1;
                           rightEnable <= 1'b1; 
                       end
                       else begin
                           downEnable <= 1'b0;
                           upEnable <= 1'b0;
                           leftEnable <= 1'b0;
                           rightEnable <= 1'b0; 
                       end
                    end 
                end
    end
end
endmodule
File: flow/run.sh
#!/bin/bash
# OpenROAD 26Q1-2900-gdf79404cd8, Yosys 0.63+post, stock flow scripts
make -C /OpenROAD-flow-scripts/flow DESIGN_CONFIG=/design/flow/config.mk WORK_HOME=/design/flow/orfs finish
File: flow/config.mk
export PLATFORM = sky130hd
export DESIGN_NAME = Rectangle
export DESIGN_NICKNAME = Rectangle
export VERILOG_FILES = /design/flow/design.v
export SDC_FILE = /design/flow/constraint.sdc
export NUM_CORES = 4
export LEC_CHECK = 1
export CORE_UTILIZATION = 30
File: flow/constraint.sdc
current_design Rectangle

set clk_period 18.4
set clk_io_pct 0.2

create_clock -name clk0 -period $clk_period [get_ports {btnClk}]

set non_clock_inputs [all_inputs -no_clocks]
set_input_delay [expr $clk_period * $clk_io_pct] -clock clk0 $non_clock_inputs
set_output_delay [expr $clk_period * $clk_io_pct] -clock clk0 [all_outputs]
==> results.txt <==
Update from the flow run.

Per the repair_timing log after CTS, setup buffers inserted total 0. The number of antenna repair diodes is 0. Measured along the x axis, the die boundary spans 241 um.

The routed design shows a wire length per standard cell of 19.1 um. Each instance of the synthesized netlist takes up on average 7.19 um^2. The post-synthesis cell area is 17,200 um^2.

According to the floorplan report, the placeable core area is 56,500 um^2. The count of final setup violators is 0. The chip height is 241 um. The worst setup path is captured at a flop. The number of standard cells reported by yosys is 2,393. The DRC violation total left in the routed layout is recorded as 0. The final layout report lists a filler cell count of 5,814.

The final standard cell count with taps included and fillers excluded is 3,225. The initial antenna violation count came to 0. The power density relative to cell area is 126 nW/um^2. The sum of routed wire length over all layers is 61.6 mm. The number of clock buffers added by TritonCTS is 9. Detailed routing placed a total of 28.3 mm of wire on met2.

The count of input and output buffers is 188. The critical register-to-register path endpoint is upEnable. The worst IR drop on VDD is 0.0000698 V. Note, the detailed placer reported a final HPWL of 49.0 mm. The type of the worst setup path is in -> reg. Per the CTS log, the maximum H-tree level is 3. After synthesis, flip-flops and latches occupy 9.89% of the total area. For the worst-skew pair, the clock arrives at the later sink with an insertion delay of 0.38 ns. The top routing layer in use is met4.

The number of cells traversed by the worst register-to-register path is 19. The stat command in Yosys gives a chip area of 17,200 um^2. The run finished with clean final reports.

The share of the clock period used by the worst path is 53.3%. The number of pins with negative max-slew slack in the final report is 0. The beginning of the worst register-to-register path is vOffset[0]. The launching element type of the critical path is an input port. The type of the worst min-delay path is reg -> reg. Warnings reported by Yosys during synthesis add up to 1.

For this run, the detailed router's first-pass iteration total came to 6. Setup repair after global routing left no endpoint under its margin. Synthesis produced 2,393 cells.

Looking at the worst setup and hold paths, the clock pins of their registers show a slew of 0.06 ns. Hold repair after CTS inserted 0 buffers. TritonCTS reports the number of clock sinks as 68. Detailed routing inserted a total of 18,000 vias.

The maximum frequency from static timing analysis is 102 MHz. The leakage power total is 8.13 nW. The remaining number of nets flagged by the antenna check after routing is 0. During I/O placement, the number of pins put on the boundary was 189.

The stage logs contain a warning count of 34. In the per-layer summary, the met1 wirelength comes to 27.9 mm. The area taken by flip-flops and latches is 1700 um^2.

Across all checked pins, the minimum headroom to the slew limit is 27.7%. The first global-routing pass estimated 95.7 mm of wire. The remaining global-route overflow is 0.

Summing all multi-input logic gate instances after layout gives 14,200 um^2. The cell count after placement is 3,210. The clock tree root buffer cell is sky130_fd_sc_hd__clkbuf_16. The leading register cell type out of synthesis is sky130_fd_sc_hd__dfrtp_1. The unique cell type count in the Yosys netlist is 90. According to the timing report, the critical path is launched from vStartPos[1]. The number of vias per cell after detailed routing is 5.57. The floorplan step records an initial core utilization of 30.5%. The clock arrives with 0.00842 ns of skew. The share of final-layout standard cells stronger than drive strength 1 is 3.56%. Counting I/O delays and the setup requirement, the final critical path takes 9.80 ns.

The number of endpoints with negative hold slack in the final report is 0. The required time at the endpoint of the critical path is 18.71 ns. TritonCTS built the clock tree. The share of async-settable or async-resettable flops after synthesis is 100%. The reg2reg setup slack is 11.96 ns. The total die area is 58,300 um^2. The first-iteration detailed-routing DRC count is 1,357.

The arrival time at the worst endpoint is 10.11 ns. The maximum fanout count along the critical path is 6. The maximum number of pins on one net before global-route repair is 61. The maximum buffer depth of the clock tree is 2. Post-CTS repair changed the size of 0 cells.

The number of global-route vias before repair was 16,900. At the pin with the least slew margin, the transition time is 1.07 ns. The post-synthesis register bit count is 68. Global routing consumed, over all layers together, 21.3% of the routing resources. The row count is 87.

The routability congestion estimate from global placement is 0.988. The detailed-routed wire length on met3 is 4.46 mm. In the final timing run, aggregate negative setup slack is 0 ns. The capturing instance or port of the critical path is upEnable. Yosys mapped a number of flops with a built-in enable equal to 0. The area growth from synthesis to layout is 14.9%.

In this run the maximum-capacitance check reported violations numbering 0.
## worst min-delay path by stage
stage	end	slack (ns)	from	cells after the start
5_1_grt	vOffset[31]	0.69	vOffset[31]	2
4_1_cts	vOffset[31]	0.66	vOffset[31]	2
6_report	vOffset[31]	0.65	vOffset[31]	2
## layout by cell type, fill, tap and decap left out, types with 12 or more instances in the layout
cell,n
sky130_fd_sc_hd__xnor2_1,209
sky130_fd_sc_hd__nand2_1,207
sky130_fd_sc_hd__ha_1,204
sky130_fd_sc_hd__clkdlybuf4s50_1,188
sky130_fd_sc_hd__a21oi_1,172
sky130_fd_sc_hd__nor2_1,161
sky130_fd_sc_hd__inv_1,140
sky130_fd_sc_hd__o21ai_0,140
sky130_fd_sc_hd__nand3_1,87
sky130_fd_sc_hd__a21o_1,84
sky130_fd_sc_hd__xor2_1,77
sky130_fd_sc_hd__nor3_1,75
sky130_fd_sc_hd__dfrtp_1,68
sky130_fd_sc_hd__nand4_1,53
sky130_fd_sc_hd__nor4_1,36
sky130_fd_sc_hd__o31ai_1,35
sky130_fd_sc_hd__a211oi_1,34
sky130_fd_sc_hd__nand2b_1,33
sky130_fd_sc_hd__buf_4,29
sky130_fd_sc_hd__and3_1,28
sky130_fd_sc_hd__o211ai_1,26
sky130_fd_sc_hd__o21bai_1,26
sky130_fd_sc_hd__a31oi_1,24
sky130_fd_sc_hd__o21a_1,22
sky130_fd_sc_hd__or3_1,22
sky130_fd_sc_hd__nor2b_1,15
sky130_fd_sc_hd__mux2i_1,15
sky130_fd_sc_hd__or4_1,14
sky130_fd_sc_hd__a2111oi_0,12
## state kept, by name (all words and copies together), names as in the netlist
| name | flops |
|---|---|
| downEnable | 1 |
| hOffset | 32 |
| leftEnable | 1 |
| rightEnable | 1 |
| upEnable | 1 |
| vOffset | 32 |
## report_power, final
part	internal (mW)	total [mW]	switching, mW
registers	0.190	0.345	0.155
logic	0.889	1.96	1.07
clock network	0.105	0.183	0.0775
## area by class of cell
| cell class | instances | area share (%) |
|---|---|---|
| clock inverter | 1 | 0.0253 |
| sequential | 68 | 8.61 |
| tap | 756 | 4.78 |
| multi-input combinational | 2028 | 71.8 |
| inverter | 141 | 2.68 |
| clock buffer | 14 | 1.44 |
| timing repair buffer | 217 | 10.6 |
## cell families after synthesis
logic type	Yosys count	synth area share (%)
and+or+nand+nor	802	23.4
AOI/OAI and AO/OA	711	27.6
buffers and inverters	297	7.66
xor gates and xnor gates	286	14.6
adders and majority gates	213	15.9
DFF	68	9.89
muxes	16	0.938
## worst max-delay path, cell delays in order
cell	delay, ns
sky130_fd_sc_hd__clkdlybuf4s50_1	0.66
sky130_fd_sc_hd__inv_1	0.22
sky130_fd_sc_hd__fa_1	0.48
sky130_fd_sc_hd__nor2b_1	0.23
sky130_fd_sc_hd__o2111ai_1	0.20
sky130_fd_sc_hd__a21oi_2	0.38
sky130_fd_sc_hd__nor2_1	0.15
sky130_fd_sc_hd__xnor2_1	0.57
sky130_fd_sc_hd__ha_1	0.30
sky130_fd_sc_hd__or2_2	0.12
sky130_fd_sc_hd__a21oi_1	0.06
sky130_fd_sc_hd__a21oi_1	0.42
sky130_fd_sc_hd__nand4_1	0.35
sky130_fd_sc_hd__nor4b_1	0.42
sky130_fd_sc_hd__o2111ai_1	0.17
sky130_fd_sc_hd__a2111oi_0	0.65
sky130_fd_sc_hd__nand4b_1	0.32
sky130_fd_sc_hd__or4_1	0.59
sky130_fd_sc_hd__o21ai_1	0.12
## Yosys cell counts (all sizes together), types with 68 or more instances
| library cell | number | area share, % |
|---|---|---|
| a21o | 84 | 3.7 |
| a21oi | 175 | 5.1 |
| clkbuf | 89 | 1.9 |
| dfrtp | 68 | 9.9 |
| ha | 204 | 15 |
| inv | 141 | 3.1 |
| nand2 | 207 | 4.5 |
| nand3 | 88 | 2.6 |
| nor2 | 161 | 3.5 |
| nor3 | 76 | 2.2 |
| o21ai | 149 | 4.4 |
| xnor2 | 209 | 11 |
| xor2 | 77 | 3.9 |
## metal layers
layer	up-vias	GRT usage, %
li1	8852	-
met1	8425	30.0
met2	638	34.6
met3	61	3.78
met4	0	3.24
met5	-	0
## stage by stage
step / util [%] / area (um^2) / hold slack [ns] / total power [mW] / setup slack (ns)
2_1_floorplan: - / 17200 / 0.510 / 1.73 / 9.55
3_3_place_gp: 34.5 / 19500 / 0.643 / 2.27 / 8.21
6_report: 35.0 / 19800 / 0.653 / 2.49 / 8.60
5_1_grt: 35.0 / 19800 / 0.688 / 2.77 / 7.93
4_1_cts: 35.0 / 19800 / 0.663 / 2.49 / 8.55
3_5_place_dp: 34.5 / 19500 / 0.649 / 2.29 / 8.17
No activity file was given, so power comes from the tool's default toggle rates.
