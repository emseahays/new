## flow/design.v

```verilog
`timescale 1ns / 1ps
module BtnClk(
    input Clk_In,
    input rst,
    output reg btnClk
);
integer count;
parameter freq=320;  
parameter max=100000000/freq;  
always @(posedge Clk_In)
begin
if(rst==1)
begin
    count<=0;
end
else
begin
      if (count>=0)
       count <=count +1; 
     else
     count<=0;
     if(count<=max/2) begin 
         btnClk<=1'b1; 
     end
     else begin        
         btnClk<=1'b0;         
     end
     if(count>=max) begin 
         count<=0; 
     end   
    end  
end 
endmodule
```

## flow/run.sh

```bash
#!/bin/bash
# OpenROAD 26Q1-2900-gdf79404cd8, Yosys 0.63+post, stock flow scripts
make -C /OpenROAD-flow-scripts/flow DESIGN_CONFIG=/design/flow/config.mk WORK_HOME=/design/flow/orfs finish
```

## flow/config.mk

```make
export PLATFORM = sky130hd
export DESIGN_NAME = BtnClk
export DESIGN_NICKNAME = BtnClk
export VERILOG_FILES = /design/flow/design.v
export SDC_FILE = /design/flow/constraint.sdc
export NUM_CORES = 4
export LEC_CHECK = 1
export CORE_AREA = 10 10 92 92
export DIE_AREA = 0 0 102 102
```

## flow/constraint.sdc

```tcl
current_design BtnClk

set clk_period 3.3
set clk_io_pct 0.2

create_clock -name clk0 -period $clk_period [get_ports {Clk_In}]

set non_clock_inputs [all_inputs -no_clocks]
set_input_delay [expr $clk_period * $clk_io_pct] -clock clk0 $non_clock_inputs
set_output_delay [expr $clk_period * $clk_io_pct] -clock clk0 [all_outputs]
```

==> insert_results.sql <==
-- flow metrics import
INSERT INTO impl_metrics (metric_group, metric, value, unit) VALUES
('flow_run', 'warnings', '28', ''),
('power', 'powerDensity', '492', 'nW/µm²'),
('run_status', 'run_status', 'completed', ''),
('clock_network', 'tritoncts_clock_tree', 'built', ''),
('floorplanning', 'die_y', '102', 'µm'),
('timing', 'rsz0062_at_grt', 'false', ''),
('power', 'peakVddDrop', '149', 'µV'),
('detailed_routing', 'route.detailed.wl_per_inst', '9.62', 'µm'),
('worst_setup_path', 'type_of_destination_of_the_critical_path', 'flip-flop', ''),
('clock_network', 'postCtsResizedCells', '0', ''),
('timing', 'max_clock_freq', '0.511', 'GHz'),
('synthesis', 'yosys.area.top_type_share', '46.2', '%'),
('floorplanning', 'chip_area', '10400', 'µm²'),
('clock_network', 'cts_buffer_depth', '2', ''),
('final_layout', 'layout-drive-gt1-share', '10.0', '%'),
('timing', 'max_slew_margin', '50.9', '%'),
('clock_network', 'root_buffer', 'sky130_fd_sc_hd__clkbuf_8', ''),
('floorplanning', 'std_cell_rows', '29', ''),
('synthesis', 'count_of_different_cell_masters_after_synthesis', '37', ''),
('place', 'place.port_buffers', '2', ''),
('synthesis', 'synth.cell_area', '1390', 'µm²'),
('synthesis', 'yosys_register_bits', '33', ''),
('synthesis', 'yosysTopAreaCell', 'sky130_fd_sc_hd__dfxtp_1', ''),
('final_layout', 'final-seq-area', '671', 'µm²'),
('worst_setup_path', 'max_fanout_on_critical_path', '19', ''),
('timing', 'timing_max_transition_violations_final', '0', ''),
('synthesis', 'postSynthCellCount', '143', ''),
('place', 'postPlaceCellArea', '1510', 'µm²'),
('synthesis', 'postSynth.asyncResetShare', '0', '%'),
('timing', 'worstMarginPinSlew', '0.737', 'ns'),
('global_routing', 'first_global_vias', '905', ''),
('power', 'power.leakage', '0.519', 'nW'),
('global_routing', 'globalRoute.totalOverflow', '0', ''),
('detailed_routing', 'routed_via_density', '4.13', ''),
('synthesis', 'ys_seq_share', '48.3', '%'),
('synthesis', 'synth.top_cells.by_area', 'sky130_fd_sc_hd__dfxtp_1 (46%), sky130_fd_sc_hd__nor2_1 (7.6%), sky130_fd_sc_hd__xnor2_1 (6.3%)', ''),
('place', 'place_congestion', '0.843', ''),
('timing', 'final_min_period_over_clock_period', '59.3', '%'),
('clock_network', 'htree_num_levels', '2', ''),
('place', 'number_of_placed_instances_with_taps_included', '229', ''),
('final_layout', 'area_added_between_synthesis_and_finish', '17.3', '%'),
('synthesis', 'yosysMostFrequentCell', 'sky130_fd_sc_hd__dfxtp_1', ''),
('clock_network', 'clkSlewWorstSetupHoldPaths', '0.07', 'ns'),
('synthesis', 'synth.yosys.warnings', '1', ''),
('detailed_routing', 'drt_first_iter_violations', '51', ''),
('synthesis', 'yosys.stat.chipArea', '1390', 'µm²'),
('detailed_routing', 'n_diodes', '0', ''),
('clock_network', 'worst_skew_pair.late_latency', '0.29', 'ns'),
('final_layout', 'final-instance-count-excl-fill', '237', ''),
('timing', 'setup_total_negative_slack', '0', 'ns'),
('detailed_routing', 'drt_drc_violations_left', '0', ''),
('floorplanning', 'floorplan.core_area', '6460', 'µm²'),
('final_layout', 'finalCoreUtilization', '25.2', '%'),
('timing', 'clock_skew', '0.00906', 'ns'),
('floorplanning', 'top_level_ports', '3', ''),
('detailed_routing', 'drt.antenna.violating_nets', '0', ''),
('synthesis', 'synth_top_flop_cell', 'sky130_fd_sc_hd__dfxtp_1', ''),
('worst_hold_path', 'timing.hold.worst.class', 'flip-flop to flip-flop', ''),
('timing', 'fin_worst_hold_slack', '0.486', 'ns'),
('worst_setup_path', 'critical_path.startpoint_type', 'flip-flop', ''),
('clock_network', 'cts_hold_buffers', '0', ''),
('flow_run', 'drv.max_cap_violation_count', '0', ''),
('clock_network', 'cts_sinks', '33', ''),
('synthesis', 'synthTopCellsByCount', 'sky130_fd_sc_hd__dfxtp_1 (32), sky130_fd_sc_hd__nor2_1 (28), sky130_fd_sc_hd__xnor2_1 (10)', ''),
('detailed_routing', 'finalWirelength', '2280', 'µm'),
('synthesis', 'number_of_flops_mapped_to_enable_cells_by_yosys', '1', ''),
('global_routing', 'antenna_found_initial', '0', ''),
('timing', 'post-route-worst-setup-slack', '1.34', 'ns'),
('timing', 'setup_viol', '0', ''),
('worst_setup_path', 'arrival', '2.10', 'ns'),
('final_layout', 'finish.instance_area', '1630', 'µm²');
## cells by family after synthesis
kind of cell / count (synthesis) / synth area share [%]
simple gates: 69 / 27.1
flops: 33 / 48.3
xor+xnor: 16 / 10.1
compound gates: 12 / 7.76
buf+inv: 9 / 3.70
fa+ha+maj: 3 / 2.71
other cells: 1 / 0.270
## routing by layer
layer | GRT usage [%] | up-vias | part of all wire [%]
met5 | 0 | - | 0
met4 | 1.19 | 0 | 2.6
met3 | 1.64 | 7 | 4.0
met2 | 6.91 | 10 | 43
met1 | 6.72 | 438 | 51
li1 | - | 523 | -
## report_power, final
| group | total (mW) | switching (mW) | internal [mW] |
|---|---|---|---|
| combinational | 0.00676 | 0.00333 | 0.00343 |
| clock | 0.382 | 0.156 | 0.226 |
| sequential | 0.413 | 0.00326 | 0.409 |
## registers in the layout (all words and copies together) (netlist names)
register and count:
btnClk 1, count 32
## worst max-delay path, stage by stage (launching register included)
cell	delay, ns
sky130_fd_sc_hd__dfxtp_1	0.50
sky130_fd_sc_hd__nand3_1	0.13
sky130_fd_sc_hd__nor4_2	0.27
sky130_fd_sc_hd__a32oi_2	0.17
sky130_fd_sc_hd__o31ai_4	0.63
sky130_fd_sc_hd__nor2_1	0.11
## worst paths after layout
kind | from | slack [ns] | endpoint | cells past startpoint
setup / recovery | count[7]$_SDFF_PP0_ | 1.34 | count[2]$_SDFF_PP0_ | 5
hold / removal | count[0]$_SDFF_PP0_ | 0.49 | count[0]$_SDFF_PP0_ | 1
setup reg to reg | count[7]$_SDFF_PP0_ | 1.34 | count[2]$_SDFF_PP0_ | 5
hold reg to reg | count[0]$_SDFF_PP0_ | 0.49 | count[0]$_SDFF_PP0_ | 1
## cells in the final DEF (no fill, tap or decap), types with 2 or more instances in the layout
master and instances:
sky130_fd_sc_hd__dfxtp_1 32, sky130_fd_sc_hd__nor2_1 28, sky130_fd_sc_hd__conb_1 13, sky130_fd_sc_hd__xnor2_1 10, sky130_fd_sc_hd__nand2_1 9, sky130_fd_sc_hd__nor4_1 6, sky130_fd_sc_hd__xor2_1 6, sky130_fd_sc_hd__nand3_1 5
sky130_fd_sc_hd__clkbuf_8 5, sky130_fd_sc_hd__inv_1 4, sky130_fd_sc_hd__nor3_1 4, sky130_fd_sc_hd__o21ai_0 3, sky130_fd_sc_hd__nor4_2 3, sky130_fd_sc_hd__nand4_1 3, sky130_fd_sc_hd__ha_1 3, sky130_fd_sc_hd__nand3b_1 2
sky130_fd_sc_hd__clkdlybuf4s50_1 2
## cell type report
type,count,area share (%)
Multi-Input combinational cell,113,43.7
Sequential cell,33,41.2
Tap cell,77,5.92
Clock buffer,5,4.23
Clock inverter,3,2.84
Timing Repair Buffer,2,1.23
Inverter,4,0.922
Power figures rest on the tool's default switching activity, not on a simulated workload.
